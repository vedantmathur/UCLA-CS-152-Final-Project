File: design.v
`timescale 1ns / 1ps
module debouncer(
    input dbfreq,
    input btn_in,
    output btn_out
    );
reg[7:0] counter;
always @ (posedge dbfreq)
begin
	if (btn_in == 0)
	begin
		counter <= 0;
		btn_out <= 0;
	end
	else
	begin
		counter <= counter + 1;
		if (counter == 8'b11111111)
		begin
			btn_out <= 1;
			counter <= 0;
		end
	end
end
endmodule
File: run.sh
#!/bin/bash
# OpenROAD 26Q1-2900-gdf79404cd8, Yosys 0.63+post, stock flow scripts
make -C /OpenROAD-flow-scripts/flow DESIGN_CONFIG=/design/flow/config.mk WORK_HOME=/design/flow/orfs finish
File: config.mk
export PLATFORM = sky130hd
export DESIGN_NAME = debouncer
export DESIGN_NICKNAME = debouncer
export VERILOG_FILES = /design/flow/design.v
export SDC_FILE = /design/flow/constraint.sdc
export NUM_CORES = 4
export LEC_CHECK = 1
export CORE_AREA = 10 10 70 70
export DIE_AREA = 0 0 80 80
File: constraint.sdc
current_design debouncer

set clk_period 2.9
set clk_io_pct 0.2

create_clock -name clk0 -period $clk_period [get_ports {dbfreq}]

set non_clock_inputs [all_inputs -no_clocks]
set_input_delay [expr $clk_period * $clk_io_pct] -clock clk0 $non_clock_inputs
set_output_delay [expr $clk_period * $clk_io_pct] -clock clk0 [all_outputs]
==> results.toml <==
# synthesis and place-and-route metrics
[final_timing]
finalHoldWorstSlack_ps = 466.4
layout_min_cycle_time_ps = 1618
tns_ps = 0
maxSlewHeadroom_pct = 70.89
timing.final.crit_share_pct = 55.79
slew_viol_final = 0
max_freq_mhz = 618.1
tightest_slew_ps = 432.1
setup_viol = 0
rsz0062_at_grt = "no"
skew_ps = 3.940
timing_hold_violations_final = 0

[setup_path]
cp_max_fo = 2
start_kind = "flip-flop"
cp.required_ps = 2320
cp.arrival_ps = 1040
end_kind = "output pin"
critPathMaxStageDelay_ps = 460
path_cells = "clkdlybuf4s50_1"
slowest_stage = "clkdlybuf4s50_1"
crit_family = "buffers and inverters"
critical_path_class = "reg -> out"
critPathBufInv = 1

[floorplanning]
fp_util_pct = 10.66
rows = 21
ios = 3
core_area_um2 = 3416
die_h_um = 80
die-area_um2 = 6400
die_w_um = 80

[cts]
cts_inserted_buffers = 3
hold_buffers = 0
clock-root-buffer = "clkbuf_4"
cts_setup_buffers = 0
htree_num_levels = 1
cts_buffer_depth = 2
cts_resized = 0
clk_pin_slew_ps = 60
cts_tree = "built"
clock-sinks = 9
clock_latency_ps = 260

[pwr]
power_leakage_nw = 0.1455
power.total_w = 0.0002424
vdd_drop_max_mv = 0.07716
power.density_nw_per_um2 = 515.2

[global_route]
grt_use_met1_pct = 2.959
overflow = 0
antenna_found_initial = 1
grt_pass1_wl_um = 1007
grt_max_degree = 6
grtUsageMet3_pct = 1.705
use_met2_pct = 1.926
grt_pass1_vias = 247
busiest_layer = "met1"
grt_usage_pct = 2.000

[finish]
fin_util_pct = 13.77
fin_cells = 94
layout_top_cell = "dfxtp_1"
lay_top_cells = "dfxtp_1 (9), nor2_1 (6), nand2_1 (4)"
syn2layout_area_growth_pct = 29.21
drive_above_1_share_pct = 10.64

[synthesis]
syn-cell-area_um2 = 364.1
ys.flops = 9
ys_types = 15
ys_cells = 41
synthCells = 41
postSynthAreaPerCell_um2 = 8.880
ys_warn_count = 3
yosys.stat.seqShare_pct = 49.48
yosysChipArea_um2 = 364.1

[routing]
vias_per_cell = 2.936
first_pass_iters = 4
wire_per_inst_um = 6.404
vias = 276
drc = 0
drtIter0Drc = 51
wirelength_um = 602
ant_nets = 0

[flow_run]
warnings = 25
maxCapViolations = 0

[placed_design]
place_inst = 89
io_buffers = 2
gp_congestion = 0.7887

[run_status]
status = "finished clean"

[hold_path]
hp-class = "reg -> reg"
## registers in the layout, summed over array words and instances (netlist names)
signal and flops:
btn_out 1, counter 8
## logic make-up (layout without fill, tap and decap cells)
kind of cell	count (synthesis)	after routing	synth area share (%)
and+or+nand+nor	19	19	27.15
DFF	9	9	49.48
AOI/OAI and AO/OA	7	7	10.65
xor gates and xnor gates	3	3	7.218
buffers and inverters	2	8	2.063
adders and majority gates	1	1	3.436
other	0	1	0
## per-layer routing
layer	vias up	share of wire, %
met5	-	0
met4	0	0
met1	119	54
li1	154	-
met3	0	12
met2	3	34
## area by class of cell
class,count,area (um^2)
flip-flops and latches,9,180.2
fillers,384,2945
inverters,2,7.507
repair buffers,2,20.02
clock buffers,4,26.28
diodes,1,2.502
well taps,46,57.56
multi-input cells,30,176.4
## through the flow
stage	area, um^2	worst slack [ps]
2_1_floorplan	364.1	1665
3_3_place_gp	441.7	1445
3_5_place_dp	441.7	1408
4_1_cts	467.9	1262
5_1_grt	470.5	1241
6_report	470.5	1282
## where the power goes
group / internal (W) / leakage [nW] / total, W / switching [W]
sequential: 0.000129 / 0.0733 / 0.000134 / 0.00000557
combinational: 0.00000585 / 0.0573 / 0.0000120 / 0.00000619
clock: 0.0000530 / 0.0150 / 0.0000962 / 0.0000432
## synth_stat cells
cell type	instances	area share, %
a21oi_1	2	2.7
a31oi_1	1	1.7
dfxtp_1	9	49
ha_1	1	3.4
inv_1	2	2.1
nand2_1	4	4.1
nand3_1	2	2.7
nand3_2	2	5.5
nand4_1	2	3.4
nor2_1	6	6.2
o21a_1	1	2.1
o21ai_0	3	4.1
or3_1	3	5.2
xnor2_1	1	2.4
xor2_1	2	4.8
## path summary, 6_finish.rpt
| check | start | endpoint | slack, ps | cells after the start |
|---|---|---|---|---|
| setup / recovery | btn_out | btn_out | 1280 | 1 |
| hold / removal | btn_out | btn_out | 470 | 1 |
| setup reg to reg | counter[0] | counter[3] | 1490 | 4 |
| hold reg to reg | btn_out | btn_out | 470 | 1 |
No activity file was given, so power comes from the tool's default toggle rates.
