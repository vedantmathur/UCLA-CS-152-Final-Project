### /design/flow/run.sh
#!/bin/bash
# OpenROAD 26Q1-2900-gdf79404cd8, Yosys 0.63+post, stock flow scripts
make -C /OpenROAD-flow-scripts/flow DESIGN_CONFIG=/design/flow/config.mk WORK_HOME=/design/flow/orfs finish
### /design/flow/config.mk
export PLATFORM = sky130hd
export DESIGN_NAME = vga_800x600
export DESIGN_NICKNAME = vga_800x600
export VERILOG_FILES = /design/flow/design.v
export SDC_FILE = /design/flow/constraint.sdc
export NUM_CORES = 4
export LEC_CHECK = 1
export CORE_UTILIZATION = 30
### /design/flow/constraint.sdc
current_design vga_800x600

set clk_period 3.2
set clk_io_pct 0.2

create_clock -name clk0 -period $clk_period [get_ports {clk}]

set non_clock_inputs [all_inputs -no_clocks]
set_input_delay [expr $clk_period * $clk_io_pct] -clock clk0 $non_clock_inputs
set_output_delay [expr $clk_period * $clk_io_pct] -clock clk0 [all_outputs]
### /design/flow/design.v
`timescale 1ns / 1ps
module vga_800x600(
input wire clk,  
input wire clr,  
output reg hsync,  
output reg vsync,
output reg [10:0] PixelX,
output reg [10:0] PixelY,
output reg vidon
    );
parameter TotalHorizontalPixels = 11'd1040;  
parameter HorizontalSyncWidth = 11'd120;  
parameter VerticalSyncWidth = 11'd6;
parameter TotalVerticalLines = 11'd666;
parameter HorizontalBackPorchTime = 11'd184 ;
parameter HorizontalFrontPorchTime = 11'd984 ;
parameter VerticalBackPorchTime = 11'd43 ;
parameter VerticalFrontPorchTime = 11'd643;
reg VerticalSyncEnable;
reg [10:0] HorizontalCounter;
reg [10:0] VerticalCounter;
always @(posedge clk)
begin
	if(clr == 1)
		HorizontalCounter <= 0;
	else
		begin
			if(HorizontalCounter == TotalHorizontalPixels - 1)
				begin  
					HorizontalCounter<=0;
					VerticalSyncEnable <= 1;
				end
			else
				begin 
					HorizontalCounter<=HorizontalCounter+1; 
					VerticalSyncEnable <=0;
				end
		end
end
always @(*)
begin
	if((HorizontalCounter<HorizontalSyncWidth))
		hsync = 1;
	else
		hsync = 0;
end
always @(posedge clk)
begin
	if(clr == 1)
		VerticalCounter<=0;
	else
	begin
		if(VerticalSyncEnable == 1)
			begin
				if(VerticalCounter==TotalVerticalLines-1)
					VerticalCounter<=0;
				else
					VerticalCounter<=VerticalCounter+1;
			end
	end
end
always @(*)
begin
	if(VerticalCounter < VerticalSyncWidth)
		vsync = 1;
	else
		vsync = 0;
end
always @(posedge clk)
begin
	if((HorizontalCounter<HorizontalFrontPorchTime) && (HorizontalCounter>HorizontalBackPorchTime) && (VerticalCounter<VerticalFrontPorchTime) && (VerticalCounter>VerticalBackPorchTime))
		begin
			vidon <= 1;
			PixelX<= HorizontalCounter - HorizontalBackPorchTime;
			PixelY<= VerticalCounter - VerticalBackPorchTime;
		end
	else
		begin
			vidon <= 0;
			PixelX<=0;
			PixelY<=0;
		end
end
endmodule
==> flow_summary_export.csv <==
group,metric,value,unit
worst_setup_path,critPathTopFamily,"simple AND/OR/NAND/NOR gates",
synthesis,synthArstFlopShare,0,
detailed_routing,first_iter_violations,44,
synthesis,syn-cell-area,2270,sq um
min_path,hp-start,"HorizontalCounter[0]$_SDFF_PP0_",
place,hpwl,3110,microns
synthesis,synth_area_per_cell,9.70,sq um
detailed_routing,dr_wl_met3,168,microns
worst_setup_path,critPathMaxStageDelay,0.59,ns
detailed_routing,viasPerCell,4.82,
sta,rsz0062_at_grt,"no",
floorplan,core_area,7290,sq um
synthesis,synth_top_area_share,0.397,
worst_setup_path,path_cells,"or4_4 -> a2111oi_0 -> clkdlybuf4s50_1",
layout,final_common_cell,"dfxtp_1",
detailed_routing,detail_route.wl_per_cell,12.7,microns
floorplan,die_y,89.0,microns
outcome,run_status,"completed",
worst_setup_path,ff2ff_path_depth,6,
sta,max-slew-margin-rel,0.614,
min_path,hold_path_depth,1,
detailed_routing,wirelength,4460,microns
detailed_routing,first_pass_iters,4,
clock_tree,insertion_delay,0.30,ns
worst_setup_path,r2r_slack,0.99,ns
synthesis,synth_cells,234,
global_routing,overflow,0,
synthesis,area_leaders,"dfxtp_1, nor4_2, xnor2_1",
detailed_routing,drc,0,
clock_tree,path_clk_slew,0.09,ns
detailed_routing,vias,1692,
clock_tree,cts_tree,"built",
sta,timing.setup.tns,0,ns
worst_setup_path,cp_num_buf_inv,1,
sta,drv_slew,0,
synthesis,ff_type,"dfxtp_1",
worst_setup_path,crit_slowest_cell,"or4_4",
detailed_routing,wl_met1,2060,microns
floorplan,rows,31,
global_routing,grt_max_degree,24,
clock_tree,h-tree-depth,2,
detailed_routing,dr_wl_met2,2190,microns
clock_tree,cts_resized,0,
place,io_buffers,26,
flow_run,tool_warnings,27,
min_path,hold_end,"HorizontalCounter[0]$_SDFF_PP0_",
synthesis,ys_area,2270,sq um
layout,synthToLayoutAreaGrowth,19.7,%
clock_tree,clock_sinks,46,
sta,period_needed,2.93,ns
flow_run,cap_violations,0,
min_path,hold_class,"reg2reg",
synthesis,ys_warn_count,1,
layout,drive_gt1_frac,0.163,
clock_tree,post-cts-setup-buffers,0,
sta,fmax,0.342,GHz
detailed_routing,antenna_cells,0,
synthesis,yosysTopAreaCell,"dfxtp_1",
pwr,p_per_area,388,nW/um^2
place,gp_congestion,0.815,
layout,comb_area,1230,sq um
worst_setup_path,crit_path_start_kind,"flip-flop",
worst_setup_path,end_kind,"output pin",
sta,clock-skew-final,0.00229,ns
clock_tree,numCtsBuffers,5,
layout,flop_area,931,sq um
clock_tree,clockBufferDepth,2,
worst_setup_path,worstReg2RegEnd,"PixelY[10]$_SDFF_PN0_",
synthesis,edf_count,1,
floorplan,chipArea,7920,sq um
global_routing,grt_pass1_wl,7560,microns
worst_setup_path,critPathRequiredTime,2.56,ns
pwr,p_leak,0.880,nW
global_routing,antenna_found_initial,0,
floorplan,io_pins,27,
worst_setup_path,regToRegStartpoint,"VerticalCounter[0]$_SDFFE_PP0P_",
worst_setup_path,arrival,2.29,ns
synthesis,yosysUniqueCellTypes,45,
sta,finalHoldViolCount,0,
clock_tree,cts-root-buf,"clkbuf_8",
layout,final_cell_mix,"dfxtp_1, nor2_1, clkdlybuf4s50_1, xnor2_1, nor4_2",
layout,fill_cells,754,
sta,setup_viol,0,
pwr,ir_drop,176,uV
sta,max_slew.worst_pin.slew,0.573,ns
detailed_routing,routed.top_layer,"met4",
synthesis,ys.flops,46,
global_routing,grt_pass1_vias,1595,
synthesis,synth-cells-yosys,234,
global_routing,grt_usage,0.124,
layout,fin_util,0.373,
worst_setup_path,path_class,"reg2out",
synthesis,ys_seq_share,0.410,
sta,period_used_share,0.915,
worst_setup_path,path_max_fanout,11,
clock_tree,hold_buffers,0,
floorplan,initial_core_util,0.311,
floorplan,fp.dieW,89.0,microns
detailed_routing,antenna_left,0,
worst max path at each step:
stage | from | to | cells past startpoint
after CTS | VerticalCounter[4]$_SDFFE_PP0P_ | vsync | 3
after global routing | VerticalCounter[4]$_SDFFE_PP0P_ | vsync | 3
final | VerticalCounter[4]$_SDFFE_PP0P_ | vsync | 3
report_power, final:
part | total (W) | switching (W) | leakage [nW] | internal (W)
combinational | 0.0000282 | 0.0000167 | 0.448 | 0.0000115
clock | 0.000436 | 0.000202 | 0.0585 | 0.000234
sequential | 0.000589 | 0.00000978 | 0.374 | 0.000579
total | 0.00105 | 0.000228 | 0.880 | 0.000825
cells in the mapped netlist (all sizes together) (3+ instances only):
| library cell | number |
|---|---|
| a2111oi | 5 |
| a21oi | 5 |
| buf | 12 |
| clkbuf | 9 |
| dfxtp | 45 |
| ha | 5 |
| inv | 7 |
| nand2 | 11 |
| nand3 | 6 |
| nand4 | 9 |
| nor2 | 28 |
| nor3 | 11 |
| nor4 | 18 |
| o211ai | 3 |
| o21ai | 4 |
| xnor2 | 20 |
| xor2 | 12 |
state kept, by name, indices dropped and copies added, names as in the netlist:
name                flops
vidon                   1
PixelY                 11
HorizontalCounter      11
VerticalCounter        11
PixelX                 11
VerticalSyncEnable      1
stage by stage:
step	setup WS, ns	hold slack (ns)	cell area (sq um)	instances	power (W)
after floorplan	1.19	0.441	2270	234	0.000621
after global placement	0.507	0.463	2610	343	0.000631
after detailed placement	0.509	0.467	2610	343	0.000631
after CTS	0.174	0.491	2720	351	0.00107
after global routing	0.111	0.499	2720	351	0.00110
final	0.272	0.486	2720	351	0.00105
metal layers:
metal  vias up  track usage
li1        847            -
met1       802        0.171
met2        36        0.217
met3         7       0.0215
met4         0       0.0115
met5         -            0
cells by family (layout without fill, tap and decap cells):
kind of cell	after synthesis	after routing	synth area share
and+or+nand+nor	97	97	0.279
DFF	46	46	0.410
xor gates and xnor gates	32	32	0.123
buffers and inverters	28	46	0.0606
AOI/OAI and AO/OA	26	26	0.0992
adders and majority gates	5	5	0.0276
area by class of cell:
type | count | share of cell area
repair buffers | 31 | 0.110
clock buffers | 5 | 0.0253
clock inverters | 3 | 0.0161
well taps | 99 | 0.0456
inverters | 7 | 0.00967
flip-flops and latches | 46 | 0.343
multi-input cells | 160 | 0.451
No activity file was given, so power comes from the tool's default toggle rates.
